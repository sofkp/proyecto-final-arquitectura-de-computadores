### config.mk
export PLATFORM = sky130hd
export DESIGN_NAME = fp_regfile
export DESIGN_NICKNAME = fp_regfile
export VERILOG_FILES = /design/flow/design.v
export SDC_FILE = /design/flow/constraint.sdc
export NUM_CORES = 4
export LEC_CHECK = 1
export CORE_UTILIZATION = 50
### constraint.sdc
current_design fp_regfile

set clk_period 8.8
set clk_io_pct 0.2

create_clock -name clk0 -period $clk_period [get_ports {clk}]

set non_clock_inputs [all_inputs -no_clocks]
set_input_delay [expr $clk_period * $clk_io_pct] -clock clk0 $non_clock_inputs
set_output_delay [expr $clk_period * $clk_io_pct] -clock clk0 [all_outputs]
### run.sh
#!/bin/bash
# OpenROAD 26Q1-2900-gdf79404cd8, Yosys 0.63+post, stock flow scripts
make -C /OpenROAD-flow-scripts/flow DESIGN_CONFIG=/design/flow/config.mk WORK_HOME=/design/flow/orfs finish
### design.v
`timescale 1ns / 1ps
module fp_regfile(input  clk, 
               input  we3,
               input  [ 4:0] a1, a2, a3, 
               input  [31:0] wd3, 
               output [31:0] rd1, rd2); 
  reg [31:0] rf[31:0]; 
  always @(negedge clk) begin 
    if (we3) begin
        rf[a3] <= wd3; 
        end
  end
  assign rd1 = (a1 != 0) ?  rf[a1] : 0; 
  assign rd2 = (a2 != 0) ?  rf[a2] : 0; 
endmodule
==> flow_metrics.py <==
# Metrics from the implementation run
metrics = {
    "sta": {
        "rsz0062_at_grt": "true",
        "tightestPinTransition_ps": 1406,
        "setup_viol": 2,
        "finalHoldViolations": 0,
        "final.setup.tns_ps": -155.1,
        "timing.max_slew.rel_slack_pct": 6.068,
        "post-route-worst-setup-slack_ps": -109.6,
        "timing_max_transition_violations_final": 0,
    },
    "flow_run": {
        "cap_violations": 0,
        "warnings": 1029,
    },
    "power_and_ir_drop": {
        "share_clk_of_total_power_pct": 50.6,
        "p_per_area_nw_per_um2": 222.1,
        "switching_share_pct": 27.97,
        "seq_power_share_pct": 41.4,
        "ir_drop_v": 0.0001782,
        "power.net_switching_mw": 3.710,
        "power_mw": 13.26,
        "internal_power_mw": 9.554,
        "leakage_nw": 23.22,
        "share_comb_of_total_power_pct": 7.9,
    },
    "setup_path": {
        "worstSetupPathType": "reg -> out",
        "critical_path.endpoint_type": "primary output",
        "setup.worst_path.start_class": "flip-flop",
        "critical_path_required_ps": 7040,
        "crit_arrival_ps": 7150,
        "critPathLaunch": "rf[26][23]",
        "crit_fanout": 2,
        "worstSetupEndpoint": "rd2[23]",
    },
    "clock_network": {
        "cts.path.max_buffers": 3,
        "cts.root.buffer_cell": "sky130_fd_sc_hd__clkbuf_16",
        "ctsHoldBuffers": 0,
        "clock_buffers_created_by_tritoncts": 113,
        "ctsHtreeMaxLevel": 3,
        "clock_sinks": 1024,
        "tritoncts": "built",
        "path_clk_slew_ps": 40,
    },
    "routing": {
        "antenna-diode-count": 0,
        "routed-via-count": 30040,
        "detail_route.vias_per_cell": 6.164,
        "detail_route.drc_violations": 0,
        "drtIter0Drc": 1702,
        "totalWireLength_um": 151000,
        "drt_first_pass_iters": 17,
        "post_route_antenna_net_violation_count": 0,
        "detail_route.wl_per_cell_um": 30.98,
    },
    "floorplanning": {
        "chip_area_um2": 95390,
        "design.core.area_um2": 93330,
        "i_o_pin_count": 113,
        "initial_core_util_pct": 50.45,
        "die_h_um": 308.9,
        "fp.dieW_um": 308.9,
        "std_cell_rows": 112,
    },
    "finish": {
        "largest_reg_flops": 1024,
        "reg_top3": "rf x1024",
        "design_area_um2": 59730,
        "drive_gt1_share_pct": 29.37,
        "regMostFlops": "rf",
        "flow.area_growth_from_synthesis_pct": 26.87,
        "finish.utilization_pct": 64.00,
        "fillerInstances": 6213,
    },
    "synth": {
        "edf_count": 1024,
        "ys.flops": 1024,
        "asyncSetResetFlopFracSynth_pct": 0,
        "syn-instance-count": 2291,
        "synth_top_cell_by_count": "sky130_fd_sc_hd__edfxtp_1",
        "netlist_top_cells_area": "sky130_fd_sc_hd__edfxtp_1 (65%), sky130_fd_sc_hd__mux4_2 (22%), sky130_fd_sc_hd__mux2i_1 (3.4%)",
        "ys_dominant_reg_cell": "sky130_fd_sc_hd__edfxtp_1",
        "synth.yosys.warnings": 1,
        "synth-area-yosys_um2": 47080,
        "post-synth-top-area-cell": "sky130_fd_sc_hd__edfxtp_1",
        "yosys.area.top_type_share_pct": 65.31,
        "netlist-cell-type-count": 40,
        "top_cells_by_count": "sky130_fd_sc_hd__edfxtp_1 (1024), sky130_fd_sc_hd__mux4_2 (465), sky130_fd_sc_hd__mux2i_1 (160)",
        "synthesis.area_um2": 47080,
        "synth.yosys.num_cells": 2291,
        "synth_seq_share_pct": 65.31,
        "synth_area_per_cell_um2": 20.55,
    },
    "global_routing": {
        "grtUsageTotal_pct": 36.71,
        "largest_net_degree_at_the_start_of_global_routing": 92,
        "number_of_global_route_vias_before_repair": 35460,
        "grt_pass1_wl_um": 217100,
        "grt_antenna_before_repair": 3,
        "grt.overflow.total": 0,
    },
    "outcome": {
        "violations_in_the_final_reports": "negative setup slack",
        "status": "finished, violations left",
    },
    "place": {
        "hpwlAfterDp_um": 81910,
        "buffer_ports.inserted": 112,
        "place.gp.congestion": 0.8800,
        "placement.cell_area_um2": 50730,
    },
    "min_path": {
        "timing.hold.worst_path_depth": 4,
        "min-delay-path-class": "in -> out",
    },
}
==> cells in the final DEF (no fill, tap or decap), types with 16 or more instances in the layout <==
master / instances
sky130_fd_sc_hd__inv_1: 1044
sky130_fd_sc_hd__edfxtp_1: 1024
sky130_fd_sc_hd__mux4_2: 465
sky130_fd_sc_hd__mux2i_1: 159
sky130_fd_sc_hd__buf_4: 138
sky130_fd_sc_hd__clkbuf_16: 116
sky130_fd_sc_hd__o22ai_1: 78
sky130_fd_sc_hd__a22o_1: 49
sky130_fd_sc_hd__clkdlybuf4s50_1: 44
sky130_fd_sc_hd__a2111oi_4: 37
sky130_fd_sc_hd__buf_12: 37
sky130_fd_sc_hd__clkinvlp_2: 34
sky130_fd_sc_hd__nor2_4: 33
sky130_fd_sc_hd__nor3_1: 32
sky130_fd_sc_hd__mux2_2: 31
sky130_fd_sc_hd__bufinv_16: 21
sky130_fd_sc_hd__nor3_2: 19
sky130_fd_sc_hd__o22ai_2: 19
sky130_fd_sc_hd__dlygate4sd2_1: 18
sky130_fd_sc_hd__a22oi_1: 16
==> stage by stage <==
step	hold WS (ps)	setup slack, ps	cells
final	4446	-109.6	4873
after global routing	4479	-182.4	4873
after CTS	4445	-184.3	4870
after detailed placement	4664	-61.70	3633
after global placement	4699	-100.3	3633
after floorplan	3716	205.9	2291
==> worst min path at each step <==
stage | start | end | slack [ps]
CTS | a2[4] | rd2[15] | 4450
global route | a2[4] | rd2[14] | 4480
finish | a2[4] | rd2[14] | 4450
==> critical path, cell delays in order, from the launching register on <==
cell,delay (ps)
sky130_fd_sc_hd__edfxtp_1,400
sky130_fd_sc_hd__mux4_2,470
sky130_fd_sc_hd__a22o_1,280
sky130_fd_sc_hd__a2111oi_4,310
sky130_fd_sc_hd__nor3_2,140
sky130_fd_sc_hd__clkdlybuf4s50_1,450
==> per-layer routing <==
layer  up-vias  track usage [%]  share of wire (%)
li1      12640                -                  -
met1     14650            40.06                 29
met4        26            14.49                3.4
met2      2370            49.24                 47
met3       355            34.57                 20
met5         -            6.471               0.59
==> power by group through the flow <==
stage,Sequential [mW],Combinational [mW],Clock [mW]
6_report,5.50,1.05,6.72
5_1_grt,5.49,1.11,7.47
4_1_cts,5.50,1.03,6.89
==> cells by family (layout without fill, tap and decap cells) <==
family                 Yosys count  in the layout  synth area share [%]
AND-OR/OR-AND                  264            264                 4.364
buffers and inverters          196           1524                 2.256
flip-flops                    1024           1024                 65.31
multiplexers                   658            658                 26.44
AND/OR/NAND/NOR                149            149                 1.632
==> area by class of cell <==
cell class | count | area (um2) | area share [%]
clock buffer | 116 | 2903 | 4.860
clock inverter | 1118 | 4876 | 8.163
inverter | 3 | 11.26 | 0.01885
multi-input combinational | 1071 | 16820 | 28.16
sequential | 1024 | 30750 | 51.48
tap | 1254 | 1569 | 2.627
timing repair buffer | 287 | 2805 | 4.696
==> timing repair <==
action,in CTS,in global routing
pin swaps,57,27
endpoints found under the hold margin,0,0
endpoints found under the setup margin,64,50
gates cloned,0,0
setup buffers,10,6
resized,258,74
Power and IR drop assume default switching activity.
